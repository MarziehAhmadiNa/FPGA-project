## /design/flow/config.mk

```make
export PLATFORM = sky130hd
export DESIGN_NAME = vga_monitor
export DESIGN_NICKNAME = vga_monitor
export VERILOG_FILES = /design/flow/design.v
export SDC_FILE = /design/flow/constraint.sdc
export NUM_CORES = 4
export LEC_CHECK = 1
export CORE_UTILIZATION = 50
```

## /design/flow/constraint.sdc

```tcl
current_design vga_monitor

set clk_period 7.2
set clk_io_pct 0.2

create_clock -name clk0 -period $clk_period [get_ports {clk}]

set non_clock_inputs [all_inputs -no_clocks]
set_input_delay [expr $clk_period * $clk_io_pct] -clock clk0 $non_clock_inputs
set_output_delay [expr $clk_period * $clk_io_pct] -clock clk0 [all_outputs]
```

## /design/flow/design.v

```verilog
`timescale 1ns / 1ps
module vga_monitor
	(
		input clk,
		input [7:0] len,
		output [8:0] address,
		output hsync, vsync,
		output reg [5:0] rgb
	);
		reg [5:0] rgb_reg;
		wire video_on;
		wire [10:0] px,py;
		vga_sync v1 (
			.clk(clk), 
			.pixel_x(px), 
			.pixel_y(py), 
			.videoon(video_on), 
			.h_synq(hsync), 
			.v_synq(vsync)
		);		
		assign address = (px >= 64) ? (px-64) : 0;
      always @(posedge clk)
		begin
			  if (video_on)
			  begin
					if(py > 449 || px < 64)
						rgb <= 6'b111111;
					else if(py == 449 || px == 64)
						rgb <= 6'b000000;
					else if(px > 576)
						rgb <= 6'b111111;
					else if (py > 449 - (len))
						rgb <= 6'b100101;
					else
							rgb <= 6'b111111;
				end	
			  else
				  rgb  <= 6'b000000;
			end
endmodule
`timescale 1ns / 1ps
module vga_sync(input clk,
					  output reg [10:0]pixel_x,
					  output reg [10:0]pixel_y, 
					  output videoon,
					  output reg h_synq,
					  output reg v_synq
    );
parameter 	  
	h_display = 639 ,
	r_border = 16,
	l_border = 48,
	h_retrace = 96  
; 
parameter 	 
	v_display = 479,
	b_border = 11,
	t_border = 33,
	v_retrace = 2
;  
reg [10:0]cnt1=0;
reg [10:0]cnt2=0;
reg h_videoon=1;
reg v_videoon=1;
initial 
	begin
		pixel_x=0;
		pixel_y=0;
		h_synq=1;
		v_synq=1;	
	end
always@(posedge clk)
	begin
		pixel_x = pixel_x +1;
		if (pixel_x == h_display)
			h_videoon=0;
		else if (pixel_x == (h_display + r_border + l_border + h_retrace))
			begin
				h_videoon = 1;
				pixel_y = pixel_y + 1;
				cnt2 = cnt2 + 1;
				pixel_x = 0;
			end	
		cnt1 = cnt1 + 1;				
		if (cnt1 == (h_display + r_border))
			h_synq = 0;
		else if (cnt1 == (h_display + r_border + h_retrace))
			begin
				h_synq = 1;
			end
		else if (cnt1 == (h_display + r_border + l_border + h_retrace))
			begin
				h_synq = 1;
				cnt1 = 0;
			end	
		if (pixel_y == v_display)
			v_videoon = 0;
		else if (pixel_y == (v_display + b_border + t_border + v_retrace))
			begin
				v_videoon = 1;
				pixel_y = 0;
				pixel_x = 0;
			end
		if (cnt2 == (v_display + b_border))
			v_synq = 0;
		else if (cnt2 == (v_display + b_border + v_retrace))
			begin
				v_synq = 1;
			end 
		else if (cnt2 == (v_display + b_border + t_border + v_retrace))
			begin
				v_synq = 1;
				cnt2 = 0;
			end		
	end
	and d1(videoon,h_videoon,v_videoon);
endmodule
```

## /design/flow/run.sh

```bash
#!/bin/bash
# OpenROAD 26Q1-2900-gdf79404cd8, Yosys 0.63+post, stock flow scripts
make -C /OpenROAD-flow-scripts/flow DESIGN_CONFIG=/design/flow/config.mk WORK_HOME=/design/flow/orfs finish
```

==> flow_metrics.py <==
# Flow results
metrics = {
    "route": {
        "antennaDiodeCount": 0,
        "viasPerCell": 5.38,
        "drtPass1Iterations": 4,
        "drtIter0Drc": 73,
        "drc": 0,
        "routed_wl_um": 5820,
        "wl_met3_um": 232,
        "dr_wl_met2_um": 2420,
        "ant_nets": 0,
        "via_count": 2489,
        "wl_per_cell_um": 12.6,
        "m1WireLength_um": 3090,
        "dr.max_layer_used": "met4",
    },
    "placed_design": {
        "hpwlAfterDp_um": 4220,
        "routabilityCongestion": 0.832,
        "dpl_cell_area_um2": 3420,
        "io_buffer_count": 25,
    },
    "timing": {
        "rsz0062_at_grt": "false",
        "setup_tns_ps": 0,
        "finalCritPeriodShare_pct": 53.2,
        "worstMarginPinSlew_ps": 841,
        "max_freq_mhz": 261,
        "fin_crit_ps": 3830,
        "setup_viol": 0,
        "fin_skew_ps": 6.57,
        "drv_slew": 0,
        "maxSlewHeadroom_pct": 43.9,
        "hold_violations": 0,
    },
    "run": {
        "drv_cap": 0,
        "tool_warnings": 32,
    },
    "cts": {
        "root_buffer": "clkbuf_8",
        "cts_tree": "built",
        "numCtsBuffers": 5,
        "ctsHoldBuffers": 0,
        "clk_transition_reported_paths_ps": 90,
        "clk_latency_ps": 310,
        "cts_max_path_buffers": 2,
        "cts_setup_buffers": 0,
        "cts-resized-gates": 0,
        "cts.sink_count": 50,
        "cts_max_level": 2,
    },
    "worst_setup_path": {
        "crit_cells": 11,
        "cp_common_cell": "buf_4",
        "critPathMaxFanout": 19,
        "worstReg2RegEnd": "v1.pixel_x[1]",
        "critPathTopFamily": "simple AND/OR/NAND/NOR gates",
        "r2r_start": "v1.pixel_x[1]",
        "worst_setup_path_start_kind": "flip-flop",
        "cp_num_buf_inv": 2,
        "worstPathRequired_ps": 7360,
        "path_class": "flip-flop to flip-flop",
        "cpPeakStageDelay_ps": 690,
        "r2r_cells": 11,
        "ff2ff_setup_slack_ps": 3370,
        "end_kind": "flip-flop",
        "worst_path_max_delay_cell": "and2_1",
        "critPathArrivalTime_ps": 4000,
        "crit_chain": "ha_1 > nand4_1 > o21ai_0 > nor4bb_1 > buf_4 > and2_1 > and3_1 > a31oi_4 > nor4_4 > buf_4 > nor3b_1",
    },
    "synth": {
        "enable_flop_cells": 0,
        "syn-cell-area_um2": 3180,
        "ys.flops": 50,
        "syn_avg_cell_area_um2": 8.51,
        "yosysUniqueCellTypes": 57,
        "ys_seq_share_pct": 31.5,
        "ys.flop_type": "dfxtp_1",
        "synth-cells-yosys": 374,
        "yosys_area_um2": 3180,
        "synthArstFlopShare_pct": 0,
        "yosysWarnings": 2,
        "syn_inst": 374,
    },
    "grt": {
        "overflow": 0,
        "gr-usage-all-layers_pct": 19.3,
        "grt_max_degree": 20,
        "grt_pass1_vias": 2222,
        "antenna_found_initial": 0,
        "grt_pass1_wl_um": 9980,
    },
    "power_and_ir_drop": {
        "vdd_drop_max_mv": 0.120,
        "leakagePower_nw": 1.39,
        "p_per_area_nw_per_um2": 141,
    },
    "floorplanning": {
        "die_w_um": 81.8,
        "core_area_um2": 6030,
        "rows": 28,
        "fp_util_pct": 52.8,
        "die_area_um2": 6690,
        "die_h_um": 81.8,
        "ios": 26,
    },
    "layout": {
        "drive_gt1_share_pct": 8.51,
        "most-common-layout-cells": "dfxtp_1 (50), nand2_1 (36), nor2_1 (35), xnor2_1 (30), clkdlybuf4s50_1 (25)",
        "post-route-util_pct": 58.7,
        "lay_top_count": "dfxtp_1",
        "post-route-cell-area_um2": 3540,
        "area_delta_synth_final_pct": 11.2,
    },
    "worst_hold_path": {
        "hp-class": "flip-flop to flip-flop",
        "min-delay-start": "v1.v_videoon",
        "holdPathStages": 1,
        "hold_path_end": "v1.v_videoon",
    },
    "outcome": {
        "outcome": "complete, no violations",
    },
}
-- per-layer routing --
metal	track usage, %	vias to the layer above
met5	0	-
met4	2.28	0
met3	2.71	7
met2	29.8	37
met1	30.2	1121
li1	-	1324
-- synthesized netlist by cell type (2+ instances only) --
cell type | count | area [um2]
xor2_1 | 20 | 175
clkbuf_1 | 10 | 37.5
o32a_1 | 3 | 30.0
nor2_2 | 7 | 43.8
and2_1 | 4 | 25.0
nor2b_1 | 4 | 25.0
nor4_4 | 2 | 42.5
a31oi_1 | 4 | 25.0
a21oi_1 | 3 | 15.0
buf_2 | 4 | 20.0
ha_1 | 21 | 263
nand3b_1 | 2 | 15.0
and3_1 | 10 | 62.6
a21o_1 | 2 | 15.0
or3_1 | 2 | 12.5
xnor2_1 | 30 | 263
nand2_1 | 36 | 135
nand2b_1 | 3 | 18.8
o21ai_0 | 11 | 55.1
nor3_1 | 14 | 70.1
inv_1 | 15 | 56.3
nand4_1 | 13 | 81.3
buf_4 | 5 | 37.5
buf_6 | 2 | 22.5
nor4_1 | 3 | 18.8
and4_1 | 3 | 26.3
o31ai_1 | 3 | 22.5
nor2_1 | 35 | 131
nor3b_1 | 3 | 22.5
nand3_1 | 19 | 95.1
o21a_1 | 5 | 37.5
dfxtp_1 | 50 | 1000
nor3_2 | 2 | 20.0
-- cell type report --
type,instances,area (um2)
Clock buffer,5,68.8
Clock inverter,3,47.5
Fill cell,554,2490
Inverter,16,60.1
Multi-Input combinational cell,287,2000
Sequential cell,50,1000
Tap cell,75,93.8
Timing Repair Buffer,27,265
-- worst max path at each step --
stage,startpoint,to
4_1_cts,v1.pixel_x[1],v1.pixel_x[1]
5_1_grt,v1.pixel_x[1],v1.pixel_x[0]
6_report,v1.pixel_x[1],v1.pixel_x[1]
-- stage by stage --
step / total power, mW / worst slack [ps] / hold slack [ps] / std cells
floorplan: 0.291 / 4050 / 427 / 374
global placement: 0.298 / 3410 / 440 / 455
detailed placement: 0.298 / 3370 / 444 / 455
CTS: 0.505 / 3420 / 466 / 463
global route: 0.516 / 3100 / 475 / 463
finish: 0.498 / 3370 / 461 / 463
-- power by group --
| group | switching (mW) | leakage, nW | internal [mW] |
|---|---|---|---|
| combinational | 0.00639 | 0.931 | 0.00876 |
| clock | 0.101 | 0.0587 | 0.105 |
| sequential | 0 | 0.402 | 0.276 |
| total | 0.107 | 1.39 | 0.390 |
-- logic make-up (layout without fill, tap and decap cells) --
group	after synthesis	after routing	share of synthesized area, %
compound gates	44	44	11.4
xor+xnor	50	50	13.8
fa+ha+maj	21	21	8.26
buf+inv	37	51	5.58
flops	50	50	31.5
simple gates	172	172	29.5
Power is estimated from default activity; no workload was simulated.
